[./run.sh]
#!/bin/bash
# OpenROAD 26Q1-2900-gdf79404cd8, Yosys 0.63+post, stock flow scripts
make -C /OpenROAD-flow-scripts/flow DESIGN_CONFIG=/design/flow/config.mk WORK_HOME=/design/flow/orfs finish
[./design.v]
module Logica_miscare(
    input senzor_1, 
    input senzor_2,
    input senzor_3,
    input senzor_4,
    input senzor_5, 
    input [1:0] circuit,
    input [3:0] count_ture, 
    output reg [1:0] directie_driverA,
    output reg [1:0] directie_driverB,
    output reg semnal_dreapta,
    output reg semnal_stanga,
    output reg stop, 
    output reg tact_count
);
reg dreapta;
reg stanga;
reg run;
initial begin 
	dreapta = 1'b0;
	stanga = 1'b0;
	semnal_dreapta = 1'b0;
	semnal_stanga = 1'b0;
	stop = 1'b0;
	run = 1'b0;
	directie_driverA = 2'b00;  
	directie_driverB = 2'b00;
end 
always @* begin
	if(run == 1'b1) begin 
		if(senzor_3 == 1'b1) begin
			if(({senzor_2, senzor_4} != 2'b11) || ({senzor_2, senzor_1} != 2'b11) || ({senzor_4, senzor_5} != 2'b11 )) begin
				directie_driverA = (senzor_2 == 1'b1) ? 2'b00 : 2'b10;
				directie_driverB = (senzor_4 == 1'b1) ? 2'b00 : 2'b10;
				dreapta = (senzor_2 == 1'b1) ? 1'b1 : 1'b0;
				stanga = (senzor_4 == 1'b1) ? 1'b1: 1'b0;
			end else begin
				directie_driverA = 2'b10;
				directie_driverB = 2'b10;
			end
		end
		else begin
			if(dreapta == 1'b1 | stanga == 1'b1) begin
				directie_driverA = (dreapta == 1'b1) ? 2'b01 : 2'b10;
				directie_driverB = (stanga == 1'b1) ? 2'b01 : 2'b10;
			end else begin
				if(({senzor_2, senzor_4} != 2'b11) || ({senzor_2, senzor_1} != 2'b11) || ({senzor_4, senzor_5} != 2'b11 )) begin 
					directie_driverA = (senzor_2 == 1'b1) ? 2'b01 : 2'b10;
					directie_driverB = (senzor_4 == 1'b1) ? 2'b01 : 2'b10;
					dreapta = (senzor_2 == 1'b1) ? 1'b1 : 1'b0;
					stanga = (senzor_4 == 1'b1) ? 1'b1: 1'b0;
				end else begin 
					directie_driverA = 2'b10;
					directie_driverB = 2'b10;
				end
			end
		end
	end
    if ((circuit == 2'b01) && (count_ture == 4'b0001)) begin 
        directie_driverA = 2'b00;
        directie_driverB = 2'b00;
        run = 1'b0;
    end else
		if ((circuit == 2'b10) && (count_ture == 4'b1010)) begin 
			directie_driverA = 2'b00;
			directie_driverB = 2'b00;
			run = 1'b0;
		end else
			if (circuit == 2'b00) begin
				run = 1'b1;
			end
	if ({senzor_1, senzor_2, senzor_4, senzor_5} == 4'b1111)
		tact_count = 1'b1;
	else
		tact_count = 1'b0;
	semnal_dreapta = senzor_1;
	semnal_stanga = senzor_5;
	stop = ~senzor_3;
end
endmodule	
[./config.mk]
export PLATFORM = sky130hd
export DESIGN_NAME = Logica_miscare
export DESIGN_NICKNAME = Logica_miscare
export VERILOG_FILES = /design/flow/design.v
export SDC_FILE = /design/flow/constraint.sdc
export NUM_CORES = 4
export LEC_CHECK = 1
export CORE_AREA = 10 10 70 70
export DIE_AREA = 0 0 80 80
[./constraint.sdc]
current_design Logica_miscare

set clk_period 1.0
set clk_io_pct 0.2

create_clock -name clk0 -period $clk_period

set non_clock_inputs [all_inputs -no_clocks]
set_input_delay [expr $clk_period * $clk_io_pct] -clock clk0 $non_clock_inputs
set_output_delay [expr $clk_period * $clk_io_pct] -clock clk0 [all_outputs]
==> results.py <==
# Synthesis and PnR figures
metrics = {
    "pwr": {
        "power_per_cell_area_nw_per_um2": 250.9,
        "ir_drop_mv": 0.1113,
        "leakage_nw": 0.2807,
    },
    "finish": {
        "area.growth.synth_to_final_pct": 100.4,
        "final_layout_size_suffix_gt1_share_pct": 29.03,
        "most_frequently_placed_logic_cell_in_the_final_layout": "sky130_fd_sc_hd__clkdlybuf4s50_1",
        "layout.cells.most_common_list": "sky130_fd_sc_hd__clkdlybuf4s50_1 (10), sky130_fd_sc_hd__buf_4 (8), sky130_fd_sc_hd__nor2_1 (7), sky130_fd_sc_hd__dlxtn_1 (7), sky130_fd_sc_hd__dlygate4sd2_1 (5)",
        "finalInstanceArea_um2": 599.3,
    },
    "sta": {
        "finalSetupViolations": 0,
        "unclocked_regs": 7,
        "max_freq_mhz": 1052,
        "worst_slew_margin_pct": 84.90,
        "fin_crit_ns": 0.9510,
        "rsz_0062_raised_after_global_routing": "false",
        "unconstrained_endpoints": 11,
        "hold_ws_ns": 0.7180,
        "tns_ns": 0,
        "timing.final.crit_share_pct": 95.10,
        "tightestPinTransition_ns": 0.2254,
        "slew_viol_final": 0,
        "final_hold_violations": 0,
    },
    "critical_path": {
        "timing.setup.critical_path_class": "primary input to output pin",
        "critPathMaxStageDelay_ns": 0.23,
        "worst-endpoint-arrival_ns": 0.75,
        "worstSetupStartpointType": "primary input",
        "end_kind": "output pin",
        "critical_path_required_ns": 0.80,
        "cp_max_fo": 2,
        "critical_path.slowest_cell": "sky130_fd_sc_hd__dlygate4sd2_1",
        "critical_path.cell_chain": "clkdlybuf4s15_2, buf_4, dlygate4sd2_1",
    },
    "worst_hold_path": {
        "hold_depth": 4,
        "min_path_type": "primary input to output pin",
        "hold-path-endpoint": "tact_count",
        "min-delay-start": "senzor_1",
    },
    "global_routing": {
        "grt_max_degree": 7,
        "global_route.peak_usage_layer": "met1",
        "antenna_violations_before_repair": 0,
        "grt_use_met2_pct": 3.692,
        "grt_usage_pct": 2.669,
        "vias_in_the_first_global_route": 307,
        "grt_first_pass_wirelength_um": 1435,
        "use_met3_pct": 1.477,
        "use_met1_pct": 3.746,
        "globalRouteOverflowTotal": 0,
    },
    "yosys": {
        "synth-seq-cells": 7,
        "postSynthAreaPerCell_um2": 8.307,
        "synth.yosys.num_cells": 36,
        "netlist-cell-type-count": 15,
        "adder_share_pct": 0,
        "yosys-stat-area_um2": 299.0,
        "netlist_area_pre_place_um2": 299.0,
        "yosys_warnings": 3,
        "synth.logic.top_family": "simple AND/OR/NAND/NOR gates",
        "synthCells": 36,
        "synthMuxAreaShare_pct": 0,
        "yosys.area_share.aoi_pct": 21.34,
        "ys_sh_xor_pct": 0,
        "synth_simple_gate_area_share_pct": 32.22,
    },
    "floorplan": {
        "die_y_um": 80,
        "top_level_ports": 19,
        "fp.dieW_um": 80,
        "fp.dieArea_um2": 6400,
        "rows": 21,
        "floorplan.core_area_um2": 3416,
        "floorplan.core_util_pct": 8.755,
    },
    "routing": {
        "initial_drt_pass_iterations": 4,
        "initialDrtViolationCount": 14,
        "vias": 324,
        "avgViaCountPerCell": 3.000,
        "insertedDiodeCount": 0,
        "wl_um": 904,
        "route.detailed.drc": 0,
        "final_antenna_net_count": 0,
        "routedWlPerCell_um": 8.370,
    },
    "place": {
        "port_buffers": 19,
        "place_area_um2": 591.8,
        "gpl.final_weighted_congestion": 0.7887,
        "dp.final_hpwl_um": 819.1,
    },
    "job": {
        "cap_viol_max_count": 0,
        "log.warning_count": 32,
    },
    "clock_network": {
        "cts_hold_buf": 0,
    },
    "run_status": {
        "run_status": "finished clean",
    },
}
power by group:
part,switching [mW],internal (mW)
registers,0.00251,0.0145
clock network,0,0
logic,0.0475,0.0859
flip-flops by register name, summed over array words and instances (netlist names):
register,flops
run,1
stanga,1
dreapta,1
directie_driverB,2
directie_driverA,2
layout make-up:
class,instances,area (µm²)
timing repair buffer,28,252.7
fill,388,2816
inverter,5,18.77
multi-input combinational,22,165.2
sequential,7,105.1
tap,46,57.56
critical path: cells and delay by family:
family	cells	cell delay, ns
buf+inv	3	0.55
how the worst max path moves through the flow:
stage | from | to
after CTS | senzor_5 | semnal_stanga
after global routing | senzor_5 | semnal_stanga
final | senzor_5 | semnal_stanga
cells by family after synthesis:
logic type      count (synthesis)
simple gates                   16
compound gates                  6
latches                         7
buf+inv                         7
cells in the mapped netlist (all sizes together):
cell | count | area, µm²
a22o | 1 | 17.52
a311oi | 1 | 15.01
a31oi | 2 | 12.51
and2b | 1 | 7.510
and4bb | 2 | 25.02
buf | 2 | 15.01
dlxtn | 7 | 105.1
inv | 5 | 18.76
nand2 | 2 | 7.510
nand3 | 2 | 10.01
nor2 | 7 | 26.28
nor3 | 2 | 20.02
o211a | 1 | 10.01
o221ai | 1 | 8.760
per-stage QoR:
step / cells / util (%) / setup slack [ns] / total power, mW
final: 108 / 17.55 / 0.04904 / 0.1504
after detailed placement: 107 / 17.33 / -0.5832 / 0.1540
after global routing: 108 / 17.55 / 0.01291 / 0.1641
after global placement: 107 / 17.33 / -0.5305 / 0.1512
after CTS: 108 / 17.51 / 0.03919 / 0.1509
after floorplan: 36 / - / 0.4144 / 0.05944
what timing repair did:
item	4_1_cts	5_1_grt
pin swaps	1	0
setup endpoints to repair	4	1
setup buffers	1	0
gates resized	19	1
hold endpoints to repair	0	0
layer usage:
metal  routed length, µm  up-vias
met1                 464      132
met3                 135        0
li1                    -      177
met2                 304       15
met4                   0        0
met5                   0        -
No activity file was given, so power comes from the tool's default toggle rates.
