File: /design/flow/config.mk
export PLATFORM = sky130hd
export DESIGN_NAME = afisare_multiplexata
export DESIGN_NICKNAME = afisare_multiplexata
export VERILOG_FILES = /design/flow/design.v
export SDC_FILE = /design/flow/constraint.sdc
export NUM_CORES = 4
export LEC_CHECK = 1
export CORE_AREA = 10 10 71 71
export DIE_AREA = 0 0 81 81
File: /design/flow/constraint.sdc
current_design afisare_multiplexata

set clk_period 1.4
set clk_io_pct 0.2

create_clock -name clk0 -period $clk_period [get_ports {clock}]

set non_clock_inputs [all_inputs -no_clocks]
set_input_delay [expr $clk_period * $clk_io_pct] -clock clk0 $non_clock_inputs
set_output_delay [expr $clk_period * $clk_io_pct] -clock clk0 [all_outputs]
File: /design/flow/design.v
module afisare_multiplexata(
	input semnal_stanga, semnal_dreapta, stop,
	input clock,
	input [3:0] cifra_zeci, cifra_unitati,
	output reg D1, D2, D3, D4,
	output reg a,b,c,d,e,f,g
);
reg [3:0] digit_1, digit_2, digit_3, digit_4;
reg [1:0] generator_adresa;
reg [3:0] mux_out;
initial begin 
	mux_out = 4'b0000;
	digit_1 = 4'b0000;
	digit_2 = 4'b0000;
	digit_3 = 4'b0000;
	digit_4 = 4'b0000;
	generator_adresa = 2'b00;
end
always @(posedge clock) begin 
	if (stop) begin
		digit_1 = 4'b1000;
		digit_2 = 4'b1000;
		digit_3 = 4'b1000;
		digit_4 = 4'b1000;
	end else begin 
		case ({semnal_stanga, semnal_dreapta}) 
			2'b00: begin
						digit_1 = 4'b1101;
						digit_2 = (cifra_zeci == 0) ? 4'b1101 : cifra_zeci;
						digit_3 = cifra_unitati;
						digit_4 = 4'b1101;
				   end
			2'b01: begin
						digit_1 = 4'b1100; 
						digit_2 = 4'b1100;
						digit_3 = 4'b1100;
						digit_4 = 4'b1010;  
				   end
			2'b10: begin
						digit_1 = 4'b1011;  
						digit_2 = 4'b1100;
						digit_3 = 4'b1100;
						digit_4 = 4'b1100;
				   end
			2'b11: begin
						digit_1 = 4'b1101;
						digit_2 = (cifra_zeci == 0) ? 4'b1101 : cifra_zeci;
						digit_3 = cifra_unitati;
						digit_4 = 4'b1101;
				   end
		endcase 
	end 
	generator_adresa = generator_adresa + 2'b01;
	case(generator_adresa)
		2'b00 : {D1, D2, D3, D4} = 4'b1000;
		2'b01 : {D1, D2, D3, D4} = 4'b0100;
		2'b10 : {D1, D2, D3, D4} = 4'b0010;
		2'b11 : {D1, D2, D3, D4} = 4'b0001;
	endcase
	case (generator_adresa)
		2'b00 : mux_out = digit_1;
		2'b01 : mux_out = digit_2;
		2'b10 : mux_out = digit_3;
		2'b11 : mux_out = digit_4;
	endcase
end
always @(mux_out) begin 
	case(mux_out) 
		4'b0000: begin a=0; b=0; c=0; d=0; e=0; f=0; g=1; end
		4'b0001: begin a=1; b=0; c=0; d=1; e=1; f=1; g=1; end
		4'b0010: begin a=0; b=0; c=1; d=0; e=0; f=1; g=0; end
		4'b0011: begin a=0; b=0; c=0; d=0; e=1; f=1; g=0; end
		4'b0100: begin a=1; b=0; c=0; d=1; e=1; f=0; g=0; end
		4'b0101: begin a=0; b=1; c=0; d=0; e=1; f=0; g=0; end
		4'b0110: begin a=0; b=1; c=0; d=0; e=0; f=0; g=0; end
		4'b0111: begin a=0; b=0; c=0; d=1; e=1; f=1; g=1; end
		4'b1000: begin a=0; b=0; c=0; d=0; e=0; f=0; g=0; end
		4'b1001: begin a=0; b=0; c=0; d=0; e=1; f=0; g=0; end
		4'b1010: begin a=0; b=0; c=0; d=0; e=1; f=1; g=0; end
		4'b1011: begin a=0; b=1; c=1; d=0; e=0; f=0; g=0; end
		4'b1100: begin a=1; b=1; c=1; d=1; e=1; f=1; g=0; end
		4'b1101: begin a=1; b=1; c=1; d=1; e=1; f=1; g=1; end
	endcase
end
endmodule
File: /design/flow/run.sh
#!/bin/bash
# OpenROAD 26Q1-2900-gdf79404cd8, Yosys 0.63+post, stock flow scripts
make -C /OpenROAD-flow-scripts/flow DESIGN_CONFIG=/design/flow/config.mk WORK_HOME=/design/flow/orfs finish
==> impl_metrics.tcl <==
# metrics dict for downstream scripts
set metrics [dict create \
    wl_per_cell_um 10.0 \
    io_pins 23 \
    vias_per_cell 4.06 \
    port-buffer-count 22 \
    final_cell_area_um2 1130 \
    synthFlopType "dfxtp_1" \
    clock_latency_ps 230 \
    worst_ep_required_time_ps 1120 \
    dr.first_iter.drc_count 16 \
    crit_type "flip-flop to primary output" \
    cap_violations 0 \
    warning_count 31 \
    startpoint "D4$_DFF_P_" \
    fin_worst_skew_ps 0.189 \
    p_seq_frac 0.404 \
    vias 621 \
    dpl_cell_area_um2 1020 \
    untimed_endpoints 14 \
    p_sw_mw 0.128 \
    die_y_um 81 \
    synth.most_common_cell "dfxtp_1" \
    max_freq_mhz 772 \
    ys_seq_elements 17 \
    p_int_mw 0.579 \
    end_kind "primary output" \
    crit_path_start_kind "flip-flop" \
    crit_arrival_ps 1020 \
    clock_path_buffers 2 \
    top_area_cell "dfxtp_1" \
    worst-path-buf-inv 1 \
    async_flop_share 0 \
    drt-total-wl_um 1540 \
    grt_use_total 0.0460 \
    max_slew_margin 0.735 \
    cts_buffers 3 \
    crit_slowest_cell "clkdlybuf4s50_1" \
    setup_viol 0 \
    chipArea_um2 6560 \
    p_per_area_nw_per_um2 624 \
    use_met2 0.0709 \
    power_switching_share 0.181 \
    peakVddDrop_uv 291 \
    drt_first_pass_iters 4 \
    min_from "generator_adresa[0]$_DFF_P_" \
    ys_warn_count 1 \
    cp_num_cells 1 \
    rsz0062_at_grt "false" \
    grt_pass1_vias 573 \
    avgSynthCellArea_um2 9.39 \
    cp_top_family "buffers and inverters" \
    postRouteAntennaNets 0 \
    gp_congestion 0.819 \
    dpl.hpwl_um 1280 \
    status "completed" \
    die_w_um 81 \
    syn-instance-count 79 \
    antenna_found_initial 0 \
    common_cells "dfxtp_1 (10), dlxtn_1 (7), ha_1 (7), o21ai_0 (7), nand2b_1 (6)" \
    unclocked_pins 7 \
    reg2regPathDepth 4 \
    top_usage_layer "met2" \
    path_cells "clkdlybuf4s50_1" \
    min_path_type "flip-flop to flip-flop" \
    core_area_um2 3630 \
    syn2layout_area_growth_pct 52.6 \
    cp_max_fo 1 \
    grt_max_degree 13 \
    fp_util 0.204 \
    finalClockPeriodUsage 0.925 \
    p_leak_nw 0.443 \
    area_leaders "dfxtp_1 (27%), dlxtn_1 (14%), ha_1 (12%), nand2b_1 (5.1%), o21ai_0 (4.7%)" \
    clkTransAtPathRegs_ps 40 \
    grt_pass1_wl_um 2500 \
    pwr-share-clk 0.489 \
    grt_use_met3 0.0234 \
    layout-drive-gt1-share 0.143 \
    finalMaxSlewViolations 0 \
    min_path_cells 1 \
    worstMarginPinSlew_ps 398 \
    gr-total-overflow 0 \
    cpPeakStageDelay_ps 460 \
    yosys_area_um2 742 \
    regArea_um2 305 \
    finalHoldViolCount 0 \
    nFillCells 376 \
    comb_area_um2 445 \
    synthesis.area_um2 742 \
    top_cell_area_share 0.270 \
    cts_max_level 1 \
    total_power_mw 0.707 \
    min_period_ps 1300 \
    synth.distinct_cells 30 \
    synth-edff-count 0 \
    cts_root_buf "clkbuf_8" \
    yosysCellCount 79 \
    route.detailed.drc 0 \
    n_antenna_cell 0 \
    r2r-start "generator_adresa[0]$_DFF_P_" \
    globalRouteMet1Util 0.0578 \
    fp-row-count 22 \
    p_comb_frac 0.107 \
    cts_tree "done" \
]
## timing repair
| action | in CTS | in global routing |
|---|---|---|
| gates resized | 2 | 8 |
| buffers inserted | 0 | 0 |
| endpoints found under the hold margin | 0 | 0 |
| hold buffers | 0 | 0 |
| pin swaps | 2 | 3 |
| setup endpoints to repair | 3 | 3 |
| cloned | 0 | 0 |
## cells by family after synthesis
group,share of synthesized area
flops,0.270
buf+inv,0.0540
latches,0.142
fa+ha+maj,0.132
simple gates,0.216
compound gates,0.175
xor+xnor,0.0118
## stage by stage
stage                     setup TNS, ps  instances  hold WS, ps  setup WS, ps  utilization
final                                 0        153          455           105        0.312
after global routing                  0        153          478          54.8        0.312
after CTS                         -3.43        153          461         -3.43        0.302
after detailed placement          -1040        149          449          -343        0.282
after global placement             -951        149          430          -336        0.282
after floorplan                       0         79          349           263            -
## routing by layer
metal,wire [um],share of wire
met5,0,0
met4,15,0.0098
met3,184,0.12
met2,654,0.43
met1,681,0.44
## final cells by class
class,instances,area share
Inverter,5,0.0166
Sequential cell,17,0.270
Tap cell,48,0.0530
Clock buffer,4,0.0486
Multi-Input combinational cell,54,0.393
Timing Repair Buffer,25,0.219
## registers in the layout, indices dropped and copies added (netlist names)
| signal | cells |
|---|---|
| a | 1 |
| D2 | 1 |
| generator_adresa | 2 |
| D3 | 1 |
| e | 1 |
| D1 | 1 |
| g | 1 |
| d | 1 |
| mux_out | 4 |
| b | 1 |
| D4 | 1 |
| f | 1 |
| c | 1 |
## final timing paths
| check | endpoint | slack (ps) |
|---|---|---|
| max reg2reg | mux_out[0]$_DFF_P_ | 160 |
| min | generator_adresa[0]$_DFF_P_ | 460 |
| max | D4 | 100 |
| min reg2reg | generator_adresa[0]$_DFF_P_ | 460 |
## placed cells by master, fill, tap and decap left out, drive strengths merged
master          n
nor3b           1
nor2b           1
buf             3
nand2           4
o311ai          1
nor4bb          1
clkdlybuf4s50  20
o211ai          1
and3            1
a31oi           1
nand3           1
o21ai           8
nand2b          6
inv             5
dfxtp          10
a221oi          2
o221ai          1
a21oi           1
nor3            3
dlxtn           7
o22ai           1
dlymetal6s2s    2
clkbuf          4
and3b           1
xnor2           1
o31ai           2
maj3            1
ha              7
nand3b          4
a22o            1
nor2            3
## power by group through the flow
stage | Clock [mW] | Sequential (mW) | Combinational [mW]
after CTS | 0.357 | 0.286 | 0.0690
after global routing | 0.379 | 0.285 | 0.0816
final | 0.346 | 0.286 | 0.0753
Power is estimated from default activity; no workload was simulated.
