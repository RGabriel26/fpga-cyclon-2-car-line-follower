**flow/design.v**
```verilog
module count_ture(
	input tact,
	input reset,
	output reg [3:0] cifra_unitati,
	output reg [3:0] cifra_zeci, 
	output reg [3:0] count_ture
);
always @(posedge tact or posedge reset) begin
	if (reset) begin 
		cifra_unitati <= 4'b0000;
		cifra_zeci <= 4'b0000;
		count_ture <= 4'b0000;
	end else begin
		count_ture <= count_ture + 4'b0001;
		if (cifra_unitati == 4'b1001) begin  
			cifra_unitati <= 4'b0000;
			if (cifra_zeci == 4'b1001) begin  
				cifra_zeci <= 4'b0000;
			end else begin
				cifra_zeci <= cifra_zeci + 4'b0001;
			end
		end else begin
			cifra_unitati <= cifra_unitati + 4'b0001;
		end
	end
end
endmodule
```
**flow/run.sh**
```bash
#!/bin/bash
# OpenROAD 26Q1-2900-gdf79404cd8, Yosys 0.63+post, stock flow scripts
make -C /OpenROAD-flow-scripts/flow DESIGN_CONFIG=/design/flow/config.mk WORK_HOME=/design/flow/orfs finish
```
**flow/config.mk**
```make
export PLATFORM = sky130hd
export DESIGN_NAME = count_ture
export DESIGN_NICKNAME = count_ture
export VERILOG_FILES = /design/flow/design.v
export SDC_FILE = /design/flow/constraint.sdc
export NUM_CORES = 4
export LEC_CHECK = 1
export CORE_AREA = 10 10 70 70
export DIE_AREA = 0 0 80 80
```
**flow/constraint.sdc**
```tcl
current_design count_ture

set clk_period 2.2
set clk_io_pct 0.2

create_clock -name clk0 -period $clk_period [get_ports {tact}]

set non_clock_inputs [all_inputs -no_clocks]
set_input_delay [expr $clk_period * $clk_io_pct] -clock clk0 $non_clock_inputs
set_output_delay [expr $clk_period * $clk_io_pct] -clock clk0 [all_outputs]
```
==> results.txt <==
Implementation results. The run finished with clean final reports. IR analysis of the VDD net gives a maximum drop of 278 uV. In this run the critical register-to-register path is launched from cifra_unitati[2]$_DFF_PP0_. Cell row count landed at 21.

Setup repair after global routing left no endpoint under its margin. In this run the number of H-tree levels came out at 1. Final period demand of the worst path landed at 1.70 ns. Worst-case setup slack after placement landed at 0.794 ns. The transition time recorded at the tightest slew-check pin is 0.461 ns. Antenna cell count landed at 0.

In this run the worst setup path begins at cifra_unitati[0]$_DFF_PP0_. Cts-stage hold buffer count landed at 0. The slowest stage of the critical path belongs to the cell sky130_fd_sc_hd__clkdlybuf4s50_1. The multi-input combinational cells in the finished layout cover a total of 196 um2. The total overflow left after global routing is 0.

In the final report, the number of pins over their slew limit comes to 0. Entering global routing, the biggest net connects 13 pins. Distinct cell type count of the synthesized netlist landed at 19. Share of post-route cells with drive strength above 1 landed at 15.5%. The first global-routing pass estimated 1730 um of wire. In this run the critical path is formed by clkdlybuf4s50_1. Post-CTS setup buffer count landed at 0.

The via count of the first global-routing pass is 349. Power density over cell area landed at 542 nW/um2. The number of gates resized after CTS was 0.

Total via count in the routed design landed at 358. The die is 80 um tall. Worst-skew pair later-pin latency landed at 0.27 ns. Number of buffers added by the clock tree synthesis step landed at 3. Area taken by flip-flops and latches landed at 300 um2. The pre-antenna-repair detailed-routing pass consisted of 2 iterations. A synthesized cell averages 12.5 um2. Along the worst path, the maximum fanout reaches 7. Wire length reported by the detailed router landed at 1090 um. The registers of the reported paths see a clock transition of 0.08 ns. After synthesis, the chip area reported by Yosys is 512 um2. The clock net in this run drives a total of 12 sinks. Static power due to leakage landed at 0.323 nW. In this run the horizontal extent of the chip is 80 um. The root buffer cell chosen for the clock tree is sky130_fd_sc_hd__clkbuf_4. The worst setup path is of the register to primary output kind. The timing report gives the biggest stage delay along the critical path as 0.52 ns. RePlAce ended its routability-driven mode at a weighted congestion of 0.658.

The final timing report lists a hold violation count of 0. The most critical hold endpoint after final layout shows a slack of 0.476 ns. After layout, the worst path uses 77.1% of the clock period. Number of DRC violations after detailed-routing iteration 0 landed at 15. The warning tally printed by Yosys for this design is 1. TritonRoute reported its final design rule violation total as 0.

Starting density of the core landed at 15.0%. Setup total negative slack landed at 0 ns. Per the detail_route report, routed wire per instance is 10.5 um. Overall routing resource usage recorded by global route was 3.49%.

By instance count after routing, the leading logic cell type is sky130_fd_sc_hd__clkdlybuf4s50_1. Per the post-synthesis report, the number of cells in the design is 41. Cell area after placement landed at 699 um2.

Number of standard cells in the final layout excluding fillers landed at 104. After detailed routing, the number of vias per cell comes to 3.44. Per the CTS log, the buffer count on the longest clock path is 2. Antenna violation net count after detailed routing landed at 0. The final timing report counts setup violations totalling 0.

Placeable core region landed at 3420 um2. Total standard cell area after synthesis landed at 512 um2. Fill cells in the final layout number 362. The number of placed instances, taps included, is 100.

The report counts max-capacitance violations totalling 0. Count of input and output buffers landed at 13. The library cells used most frequently in the layout, excluding fill and tap cells, are sky130_fd_sc_hd__clkdlybuf4s50_1 (13), sky130_fd_sc_hd__dfrtp_1 (12), sky130_fd_sc_hd__inv_1 (4). Peak clock frequency supported by timing landed at 590 MHz.

The OpenROAD report gives the critical path a data arrival time of 1.26 ns. Post-detailed-placement half-perimeter wirelength landed at 822 um. TritonCTS built the clock tree. Headroom to the max-slew limit came out at 69.2%. Of the synthesized area, sequential elements account for 58.7%.

Clock skew after layout landed at 0.00586 ns. Setup slack closes at 0.505 ns. Tally of OpenROAD warnings landed at 25. After routing the design area is 736 um2.

The worst setup path is captured at a primary output. According to the hold report, the worst path is of the input pin to asynchronous set/reset pin type. The number of antenna violations at the first check in global routing came to 0. Number of cells in Yosys stat landed at 41. In this run the layout overhead on the synthesized area is reported as 43.8%. Synthesis inferred 12 register bits. Among cell families on the critical path, the largest total delay comes from buffers and inverters.

STA classifies the critical path startpoint as a register. The OpenROAD report gives the critical path a required time of 1.76 ns. Together, buffers and inverters on the worst path number 1. Pin placement for this block handled 14 I/O pins.

Die footprint landed at 6400 um2.
report_power, final:
group	switching (mW)	total, mW	internal (mW)
logic	0.00438	0.00603	0.00166
clock network	0.0717	0.172	0.100
registers	0	0.220	0.220
cells in the mapped netlist (all sizes together):
| master | n | area (um2) |
|---|---|---|
| a31o | 1 | 8.76 |
| dfrtp | 12 | 300 |
| and4bb | 1 | 16.3 |
| inv | 4 | 15.0 |
| nand2 | 3 | 13.8 |
| nand3 | 3 | 15.0 |
| xnor2 | 3 | 26.3 |
| nor2b | 2 | 12.5 |
| mux2 | 2 | 26.3 |
| nand2b | 1 | 6.26 |
| mux2i | 1 | 10.0 |
| o21ai | 1 | 5.00 |
| xor2 | 2 | 17.5 |
| ha | 1 | 12.5 |
| a22o | 2 | 17.5 |
| a21oi | 1 | 5.00 |
| nor2 | 1 | 3.75 |
layout make-up:
cell class / count / area share (%)
Clock buffer: 4 / 4.93
Inverter: 4 / 2.04
Multi-Input combinational cell: 25 / 26.7
Sequential cell: 12 / 40.8
Tap cell: 46 / 7.82
Timing Repair Buffer: 13 / 17.7
per-stage QoR:
| stage | utilization (%) | total power [mW] |
|---|---|---|
| final | 21.5 | 0.399 |
| after global placement | 20.5 | 0.231 |
| after global routing | 21.5 | 0.420 |
| after detailed placement | 20.5 | 0.231 |
| after CTS | 21.5 | 0.408 |
| after floorplan | - | 0.228 |
worst register-to-register path: cells and delay by family (launching register included):
family	cells	cell delay (ns)
flip-flops	1	0.44
multiplexers	1	0.30
AND/OR/NAND/NOR	2	0.49
registers in the layout, indices dropped and copies added, names as in the netlist:
| name | cells |
|---|---|
| count_ture | 4 |
| cifra_unitati | 4 |
| cifra_zeci | 4 |
kinds of logic after synthesis:
logic type | count (synthesis) | synth area share (%)
buf+inv | 4 | 2.93
xor+xnor | 5 | 8.56
fa+ha+maj | 1 | 2.44
simple gates | 11 | 13.2
mux | 3 | 7.09
flops | 12 | 58.7
compound gates | 5 | 7.09
final timing paths:
check                                             end  slack (ns)  depth (start not counted)
max                                  cifra_unitati[0]        0.50                          1
min                        cifra_unitati[0]$_DFF_PP0_        0.48                          2
max reg2reg                 cifra_zeci[1]$_DFFE_PP0N_        0.87                          3
min reg2reg                   count_ture[3]$_DFF_PP0_        0.48                          1
max in group asynchronous  cifra_unitati[2]$_DFF_PP0_        1.40                          2
min in group clk0             count_ture[3]$_DFF_PP0_        0.48                          1
routing by layer:
layer	GRT usage, %	up-vias	part of all wire, %
li1	-	173	-
met1	4.18	174	45
met2	5.30	11	43
met3	2.39	0	12
met4	0.176	0	0
met5	0	-	0
Power and IR drop assume default switching activity.
